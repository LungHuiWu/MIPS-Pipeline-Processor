==> flow/design.v <==
module BranchPredict_1b (  
    clk,
    rst_n,
    stall,
    If_Opcode,  
    PC,
    S1_PC4,
    predWrong,  
    predTaken
);
    input        clk, rst_n;
    input        stall;
    input [5:0]  If_Opcode;
    input [31:0] PC;
    input [31:0] S1_PC4;
    input        predWrong;
    output       predTaken;
    localparam TABLESIZE = 128;
    localparam INDEXBITS = 7;
    localparam S_NT = 1'b0;  
    localparam S_T  = 1'b1;  
    localparam BEQ = 6'b000100;  
    localparam BNE = 6'b000101;
    reg table_r [0:TABLESIZE - 1];  
    reg table_w [0:TABLESIZE - 1];
    assign predTaken = table_r[PC[INDEXBITS + 1:2]];
    integer i;
    always @(*) begin
        for(i = 0;i < TABLESIZE;i = i + 1)
            table_w[i] = table_r[i];
        if ((If_Opcode == BEQ || If_Opcode == BNE) && !stall) begin
            if (predWrong) begin
                table_w[S1_PC4[INDEXBITS + 1:2]] = ~table_r[S1_PC4[INDEXBITS + 1:2]];
            end
            else begin
                table_w[S1_PC4[INDEXBITS + 1:2]] =  table_r[S1_PC4[INDEXBITS + 1:2]];
            end
        end
    end
    always @(posedge clk) begin
        if (!rst_n) begin
            for (i = 0;i < TABLESIZE;i = i + 1) begin
                table_r[i] <= S_NT;
            end
        end
        else begin
            for (i = 0;i < TABLESIZE;i = i + 1) begin
                table_r[i] <= table_w[i];
            end
        end
    end
endmodule
module BranchPredict_2b (
    clk,
    rst_n,
    stall,
    If_Opcode,  
    PC,
    S1_PC4,
    predWrong,
    predTaken
);
    input        clk, rst_n;
    input        stall;
    input [5:0]  If_Opcode;
    input [31:0] PC;
    input [31:0] S1_PC4;
    input        predWrong;
    output       predTaken;
    localparam TABLESIZE = 128;
    localparam INDEXBITS = 7;
    localparam S_SNT     = 2'b00;  
    localparam S_WNT     = 2'b01;  
    localparam S_ST      = 2'b10;  
    localparam S_WT      = 2'b11;  
    localparam BEQ       = 6'b000100;  
    localparam BNE       = 6'b000101;
    reg  [1:0] table_r [0:TABLESIZE - 1];  
    reg  [1:0] table_w [0:TABLESIZE - 1];
    assign predTaken = table_r[PC[INDEXBITS + 1:2]][1];
    assign A = (If_Opcode == BEQ || If_Opcode == BNE) && !stall;
    integer i;
    always @(*) begin
        for(i = 0;i < TABLESIZE;i = i + 1)
            table_w[i] = table_r[i];
        if ((If_Opcode == BEQ || If_Opcode == BNE) && !stall) begin
            if (predWrong) begin
                table_w[S1_PC4[INDEXBITS + 1:2]] = table_r[S1_PC4[INDEXBITS + 1:2]] + 2'b01;  
            end
            else begin
                if (!table_r[S1_PC4[INDEXBITS + 1:2]][0]) begin  
                    table_w[S1_PC4[INDEXBITS + 1:2]] = table_r[S1_PC4[INDEXBITS + 1:2]];
                end
                else begin  
                    table_w[S1_PC4[INDEXBITS + 1:2]] = table_r[S1_PC4[INDEXBITS + 1:2]] - 2'b01;
                end
            end
        end
    end
    always @(posedge clk) begin
        if (!rst_n) begin
            for (i = 0;i < TABLESIZE;i = i + 1) begin
                table_r[i] <= S_SNT;
            end
        end
        else begin
            for (i = 0;i < TABLESIZE;i = i + 1) begin
                table_r[i] <= table_w[i];
            end
        end
    end
endmodule
module BranchPredict_Correlated (  
    clk,
    rst_n,
    stall,
    If_Opcode,  
    PC,
    S1_PC4,
    predWrong,
    realTaken,  
    predTaken
);
    input         clk, rst_n;
    input         stall;
    input  [5:0]  If_Opcode;
    input  [31:0] PC;
    input  [31:0] S1_PC4;
    input         predWrong;
    input         realTaken;
    output        predTaken;
    localparam M     = 2;  
    localparam BPNUM = 4;  
    wire           BPtaken [0:BPNUM - 1];  
    reg  [M - 1:0] glob_state_r, glob_state_w;  
    assign predTaken = BPtaken[glob_state_r];
    localparam BEQ       = 6'b000100;  
    localparam BNE       = 6'b000101;
    BranchPredict_2b BP2_0(
        .clk(clk),
        .rst_n(rst_n),
        .stall(stall || glob_state_r != 2'b00),
        .If_Opcode(If_Opcode),
        .PC(PC),
        .S1_PC4(S1_PC4),
        .predWrong(predWrong),
        .predTaken(BPtaken[0])
    );
    BranchPredict_2b BP2_1(
        .clk(clk),
        .rst_n(rst_n),
        .stall(stall || glob_state_r != 2'b01),
        .If_Opcode(If_Opcode),
        .PC(PC),
        .S1_PC4(S1_PC4),
        .predWrong(predWrong),
        .predTaken(BPtaken[1])
    );
    BranchPredict_2b BP2_2(
        .clk(clk),
        .rst_n(rst_n),
        .stall(stall || glob_state_r != 2'b10),
        .If_Opcode(If_Opcode),
        .PC(PC),
        .S1_PC4(S1_PC4),
        .predWrong(predWrong),
        .predTaken(BPtaken[2])
    );
    BranchPredict_2b BP2_3(
        .clk(clk),
        .rst_n(rst_n),
        .stall(stall || glob_state_r != 2'b11),
        .If_Opcode(If_Opcode),
        .PC(PC),
        .S1_PC4(S1_PC4),
        .predWrong(predWrong),
        .predTaken(BPtaken[3])
    );
    always @(*) begin
        if ((If_Opcode == BEQ || If_Opcode == BNE) && !stall) begin
            glob_state_w = {glob_state_r[0], realTaken};  
        end
        else begin
            glob_state_w = glob_state_r;
        end
    end
    always @(posedge clk) begin
        if (!rst_n) begin
            glob_state_r <= 0;
        end
        else begin
            glob_state_r <= glob_state_w;
        end
    end
endmodule
module PredictionCheck (  
    IfId_PredTaken,
    IfId_Equal,
    IfId_Opcode,  
    Wrong
);
    input       IfId_PredTaken;
    input       IfId_Equal;
    input [5:0] IfId_Opcode;
    output reg  Wrong;
    localparam BEQ = 6'b000100;  
    localparam BNE = 6'b000101;
    always @(*) begin
        if ((IfId_Opcode == BEQ && (IfId_Equal ^ IfId_PredTaken)) ||       
            (IfId_Opcode == BNE && (IfId_Equal ~^ IfId_PredTaken))) begin  
            Wrong = 1'b1;                                                
        end                                                                
        else begin
            Wrong = 1'b0;
        end
    end
endmodule
==> flow/run.sh <==
#!/bin/bash
# OpenROAD 26Q1-2900-gdf79404cd8, Yosys 0.63+post, stock flow scripts
make -C /OpenROAD-flow-scripts/flow DESIGN_CONFIG=/design/flow/config.mk WORK_HOME=/design/flow/orfs finish
==> flow/config.mk <==
export PLATFORM = sky130hd
export DESIGN_NAME = BranchPredict_1b
export DESIGN_NICKNAME = BranchPredict_1b
export VERILOG_FILES = /design/flow/design.v
export SDC_FILE = /design/flow/constraint.sdc
export NUM_CORES = 4
export LEC_CHECK = 1
export CORE_UTILIZATION = 50
==> flow/constraint.sdc <==
current_design BranchPredict_1b

set clk_period 13.3
set clk_io_pct 0.2

create_clock -name clk0 -period $clk_period [get_ports {clk}]

set non_clock_inputs [all_inputs -no_clocks]
set_input_delay [expr $clk_period * $clk_io_pct] -clock clk0 $non_clock_inputs
set_output_delay [expr $clk_period * $clk_io_pct] -clock clk0 [all_outputs]
==> out/metrics.yaml <==
run_status:
  status: "finished clean"
sta:
  tns_ns: 0
  setup_viol: 0
  worstMarginPinSlew_ns: 0.944
  period_minus_slack_ns: 8.87
  maxSlewHeadroom_pct: 37.0
  finalHoldViolations: 0
  clock.fmax_mhz: 113
  whs_ns: 0.473
  finClkSkew_ns: 0.0117
  finalMaxSlewViolations: 0
  min_period_over_period_pct: 66.7
  rsz0062_at_grt: "false"
logic_synthesis:
  synth.top_cells.by_count: "161 x a21oi_1, 160 x o21ai_0, 153 x nand2_1"
  edf_count: 0
  netlist_area_um2: 9590
  ys_ff: 128
  most_common_cell: "a21oi_1"
  ys_seq_share_pct: 26.7
  ys_sh_simple_pct: 23.2
  ys_cells: 1347
  top_cells_by_area: "dfxtp_1 27%, a21oi_1 8.4%, o21ai_0 8.4%, mux2i_1 6.4%, nand2_1 6.0%"
  ys_types: 75
  ys_sh_xor_pct: 0.457
  yosys.area_share.aoi_pct: 33.9
  ys_sh_adder_pct: 0
  synth_area_per_cell_um2: 7.12
  yosysTopAreaCellShare_pct: 26.7
  synth.logic.top_family: "AND-OR/OR-AND gates"
  mux_share_pct: 10.1
  synth_cells: 1347
  synth_async_sr_flop_share_pct: 0
  yosys-stat-area_um2: 9590
  yosys_warnings: 3
  yosys_most_used_dff: "dfxtp_1"
  largest_area_cell: "dfxtp_1"
critical_path:
  cp_top_family: "buffers and inverters"
  crit_type: "in -> out"
  crit_arrival_ns: 6.21
  startpoint_type: "primary input"
  critical-path-slowest-cell: "nor3_1"
  r2r-start: "table_r[101]"
  cp.buffers_inverters: 4
  worstReg2RegEnd: "table_r[60]"
  worstSetupEndpointType: "output pin"
  cp.required_ns: 10.64
  crit_fanout: 38
  crit_cells: 11
  crit_path_frequent_cell: "clkdlybuf4s50_1"
  reg2reg_depth: 11
  reg2reg_slack_ns: 9.13
  crit_chain: "clkdlybuf4s50_1 -> buf_4 -> inv_1 -> nor3_1 -> a32oi_1 -> o211ai_1 -> a311oi_1 -> or4_1 -> nand4_1 -> mux2_2 -> clkdlybuf4s50_1"
  max_stage_delay_ns: 0.73
hold_path:
  whs_path_depth: 2
  worstHoldEndpoint: "table_r[18]"
  min_from: "table_r[18]"
  hold_class: "reg -> reg"
global_routing:
  grt_pass1_wl_um: 76100
  grt_max_degree: 69
  grt_overflow: 0
  track_usage_pct: 55.6
  grt_pass1_vias: 11100
  antenna_found_initial: 3
cts:
  cts_made_buffers: 17
  cts_sinks: 128
  tritoncts: "yes"
  clkLatencyLatePin_ns: 0.43
  cts_hold_buf: 0
  cts_buffer_depth: 2
  clk_pin_slew_worst_paths_ns: 0.07
  cts_root_buf: "clkbuf_16"
  cts-htree-levels: 4
  cts_resized: 0
  post_cts_buffers: 0
detailed_routing:
  avgRoutedWirePerCell_um: 33.8
  routed_wirelength_um: 53100
  drtPass1Iterations: 9
  antenna_cells: 0
  route.vias.total: 12000
  dr.first_iter.drc_count: 2147
  viasPerCell: 7.64
  ant_nets: 0
  drcViolationCount: 0
floorplanning:
  design.core.area_um2: 18800
  std_cell_rows: 50
  fp_util_pct: 51.1
  ios: 75
  die_h_um: 140
  design.die.area_um2: 19700
  die_x_um: 140
finish:
  drive_above_1_share_pct: 10.7
  area_growth_pct: 10.5
  fillerInstances: 1776
  combGateArea_um2: 6500
  largest_register_ffs: 128
  reg_top3: "table_r: 128 flops"
  largest-register: "table_r"
  utilization_pct: 56.4
  seq_area_um2: 2560
power:
  power.density_nw_per_um2: 102
  ir_drop_mv: 0.0740
  p_leak_nw: 3.76
flow_run:
  max-cap-violations: 0
  warnings: 76
placement:
  dp.final_hpwl_um: 36800
  place_congestion: 1.10
  portBuffers: 23
[worst reg2reg max path, cell delays in order (launching register included)]
cell       delay [ns]
dfxtp_1          0.35
mux2_2           0.27
nand3_1          0.15
o32a_1           0.19
o311ai_0         0.22
a2111oi_0        0.77
nand4_1          0.44
o21ai_2          0.28
xnor2_2          0.12
buf_4            0.43
buf_4            0.59
a41oi_1          0.21
[worst max-delay path by stage]
stage / start / to
6_report: PC[3] / predTaken
5_1_grt: PC[3] / predTaken
4_1_cts: PC[3] / predTaken
[final cells by class]
| type | instances | share of cell area [%] |
|---|---|---|
| multi-input cells | 1090 | 61.3 |
| flip-flops and latches | 128 | 24.2 |
| repair buffers | 75 | 5.51 |
| clock buffers | 17 | 4.02 |
| well taps | 234 | 2.76 |
| clock inverters | 15 | 1.75 |
| inverters | 12 | 0.425 |
[report_power, final]
| group | switching (mW) | leakage (nW) | internal, mW |
|---|---|---|---|
| combinational | 0.151 | 2.43 | 0.0445 |
| clock | 0.217 | 0.299 | 0.286 |
| sequential | 0.00163 | 1.03 | 0.384 |
| total | 0.369 | 3.76 | 0.715 |
[layer usage]
| metal | track usage, % | share of wire (%) | vias up |
|---|---|---|---|
| met2 | 73.5 | 38 | 1167 |
| met1 | 67.8 | 34 | 5443 |
| met5 | 0 | 0.051 | - |
| li1 | - | - | 5028 |
| met4 | 36.2 | 9.6 | 4 |
| met3 | 33.7 | 18 | 353 |
[per-stage QoR]
step | instance area, µm² | power (mW) | cells | setup WS [ns]
after floorplan | 9590 | 0.498 | 1347 | 5.90
after global routing | 10600 | 1.10 | 1571 | 4.45
after global placement | 9980 | 0.573 | 1539 | 4.66
after CTS | 10600 | 1.06 | 1571 | 4.62
final | 10600 | 1.08 | 1571 | 4.43
after detailed placement | 9980 | 0.571 | 1539 | 4.64
[kinds of logic (layout without fill, tap and decap cells)]
logic type | after synthesis | count (layout)
DFF | 128 | 128
xor gates and xnor gates | 5 | 5
AOI/OAI and AO/OA | 529 | 529
and+or+nand+nor | 467 | 467
muxes | 89 | 89
buffers and inverters | 129 | 119
[cell usage in the layout (no fill, tap or decap), types with 24 or more instances in the layout]
master,count
buf_4,53
o21ai_0,160
a31oi_1,27
nand2_1,153
a21oi_1,161
mux2_2,24
nor3_1,36
nor2_1,95
nand3_1,60
dfxtp_1,128
mux2i_1,61
Power figures rest on the tool's default switching activity, not on a simulated workload.
